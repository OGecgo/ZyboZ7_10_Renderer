File: flow/run.sh
#!/bin/bash
# OpenROAD 26Q1-2900-gdf79404cd8, Yosys 0.63+post, stock flow scripts
make -C /OpenROAD-flow-scripts/flow DESIGN_CONFIG=/design/flow/config.mk WORK_HOME=/design/flow/orfs finish
File: flow/config.mk
export PLATFORM = sky130hd
export DESIGN_NAME = row_packer
export DESIGN_NICKNAME = row_packer
export VERILOG_FILES = /design/flow/design.v
export SDC_FILE = /design/flow/constraint.sdc
export NUM_CORES = 4
export LEC_CHECK = 1
export CORE_UTILIZATION = 40
export SYNTH_MEMORY_MAX_BITS = 65536
File: flow/constraint.sdc
current_design row_packer

set clk_period 10.8
set clk_io_pct 0.2

create_clock -name clk0 -period $clk_period [get_ports {clk}]

set non_clock_inputs [all_inputs -no_clocks]
set_input_delay [expr $clk_period * $clk_io_pct] -clock clk0 $non_clock_inputs
set_output_delay [expr $clk_period * $clk_io_pct] -clock clk0 [all_outputs]
File: flow/design.v
module row_packer #(
  parameter integer XW        = 16,
  parameter integer YW        = 16,
  parameter integer ZW        = 32,
  parameter integer N_BUFS    = 2,       
  parameter integer BUF_DEPTH = 256      
)(
  input                   clk,
  input                   rstn,
  input                   in_valid,
  output                  in_ready,
  input  [XW-1:0]         in_x,
  input  [YW-1:0]         in_y,
  input  [ZW-1:0]         in_z,
  input                   in_flush,    
  output                           desc_valid,
  input                            desc_ready,
  output [XW-1:0]                  desc_x0,
  output [YW-1:0]                  desc_y,
  output [$clog2(BUF_DEPTH+1)-1:0] desc_len,
  input                            desc_done,    
  input                           read_en,
  input  [$clog2(BUF_DEPTH)-1:0]  read_addr,
  output reg [ZW-1:0]             read_data
);
  localparam integer BUF_IDX_W   = $clog2(N_BUFS);
  localparam integer SPAN_LEN_W  = $clog2(BUF_DEPTH+1);
  localparam integer MEM_ADDR_W  = $clog2(N_BUFS * BUF_DEPTH);
  function [BUF_IDX_W-1:0] inc_mod;
    input [BUF_IDX_W-1:0] v;
    begin
      inc_mod = (v == N_BUFS-1) ? {BUF_IDX_W{1'b0}} : (v + 1'b1);
    end
  endfunction
  reg [XW-1:0]         meta_x0  [0:N_BUFS-1];
  reg [YW-1:0]         meta_y   [0:N_BUFS-1];
  reg [SPAN_LEN_W-1:0] meta_len [0:N_BUFS-1];
  wire                  a_we, b_en;
  wire [MEM_ADDR_W-1:0] a_addr, b_addr;
  wire [ZW-1:0]         a_din, b_dout;
  reg [BUF_IDX_W-1:0] free_head, closed_head, in_use_head;
  reg [BUF_IDX_W:0]   free_count, closed_count, in_use_count;
  reg                 open_active;
  reg [BUF_IDX_W-1:0] open_idx;
  reg [XW-1:0]        cur_x0;
  reg [YW-1:0]        cur_y;
  reg [SPAN_LEN_W-1:0] cur_len;
  wire same_row   = open_active && (in_y == cur_y);
  wire has_space  = (cur_len < BUF_DEPTH);
  wire can_append = same_row && has_space;
  wire has_free   = (free_count != 0);
  assign in_ready = can_append || has_free;
  wire accept_pixel = in_valid && in_ready;
  assign desc_valid = (closed_count != 0);
  assign desc_x0    = meta_x0[closed_head];
  assign desc_y     = meta_y[closed_head];
  assign desc_len   = meta_len[closed_head];
  wire [MEM_ADDR_W-1:0] wr_addr_new = free_head << $clog2(BUF_DEPTH);
  wire [MEM_ADDR_W-1:0] wr_addr_app = (open_idx << $clog2(BUF_DEPTH)) + cur_len;
  assign a_we   = accept_pixel;
  assign a_din  = in_z;
  assign a_addr = can_append ? wr_addr_app : wr_addr_new;
  assign b_en   = read_en && (in_use_count != 0);
  assign b_addr = (in_use_head << $clog2(BUF_DEPTH)) + read_addr;
  always @(posedge clk) begin
    if (b_en) read_data <= b_dout;
  end
  simple_dualport_bram #(
    .WIDTH (ZW),
    .DEPTH (N_BUFS * BUF_DEPTH)
  ) z_store (
    .clk    (clk),
    .a_we   (a_we),
    .a_addr (a_addr),
    .a_din  (a_din),
    .b_en   (b_en),
    .b_addr (b_addr),
    .b_dout (b_dout)
  );
  always @(posedge clk or negedge rstn) begin
    if (!rstn) begin
      free_head    <= 0;
      closed_head  <= 0;
      in_use_head  <= 0;
      free_count   <= N_BUFS;
      closed_count <= 0;
      in_use_count <= 0;
      open_active  <= 0;
      cur_x0       <= 0;
      cur_y        <= 0;
      cur_len      <= 0;
    end 
    else begin
      if (in_flush && open_active) begin
        meta_x0[open_idx]  <= cur_x0;
        meta_y [open_idx]  <= cur_y;
        meta_len[open_idx] <= cur_len;
        closed_count       <= closed_count + 1'b1;
        open_active        <= 0;
        cur_len            <= 0;
      end
      if (accept_pixel) begin
        if (!can_append) begin
          if (open_active) begin
            meta_x0[open_idx]  <= cur_x0;
            meta_y [open_idx]  <= cur_y;
            meta_len[open_idx] <= cur_len;
            closed_count       <= closed_count + 1'b1;
          end
          open_idx   <= free_head;
          open_active<= 1'b1;
          cur_x0     <= in_x;
          cur_y      <= in_y;
          cur_len    <= 1;
          free_head  <= inc_mod(free_head);
          free_count <= free_count - 1'b1;
        end else begin
          cur_len <= cur_len + 1;
        end
      end
      if (desc_valid && desc_ready) begin
        in_use_head  <= closed_head;
        closed_head  <= inc_mod(closed_head);
        closed_count <= closed_count - 1;
        in_use_count <= in_use_count + 1;
      end
      if (desc_done && (in_use_count != 0)) begin
        in_use_head  <= inc_mod(in_use_head);
        in_use_count <= in_use_count - 1;
        free_count   <= free_count + 1;
      end
    end
  end
endmodule
module simple_dualport_bram #(
  parameter integer WIDTH = 24,
  parameter integer DEPTH = 1024
)(
  input                           clk,
  input                           a_we,
  input      [$clog2(DEPTH)-1:0]  a_addr,
  input      [WIDTH-1:0]          a_din,
  input                           b_en,
  input      [$clog2(DEPTH)-1:0]  b_addr,
  output reg [WIDTH-1:0]          b_dout
);
  reg [WIDTH-1:0] mem [0:DEPTH-1];
  always @(posedge clk) begin
    if (a_we) mem[a_addr] <= a_din;
    if (b_en) b_dout      <= mem[b_addr];
  end
endmodule
==> qor.yml <==
place:
  post-place-ws_ns: 2.01
  gp_congestion: 0.947
  port_buffers: 153
  hpwl_mm: 1290
timing:
  fmax_mhz: 132
  tightest_slew_ns: 1.68
  maxSlewHeadroom_pct: -13.3
  rsz0062_at_grt: "no"
  layout_min_cycle_time_ns: 7.55
  slew_violations: 25
  skew_ns: 0.117
  finalHoldViolCount: 0
  setup_ws_ns: 3.25
  tns_ns: 0
  setup-violations-final: 0
  timing.final.crit_share_pct: 69.9
die:
  dieHeight_mm: 1.27
  rows: 465
  core_area_sq_mm: 1.60
  num_io_pins: 154
  die_area_sq_mm: 1.62
  initCoreUtil_pct: 40.2
  chipWidth_mm: 1.27
cts:
  clkSinkCount: 16600
  cts_resized: 0
  post_cts_buffers: 0
  tritoncts: "yes"
  path_clk_slew_ns: 0.06
  cts_buffers: 1709
  cts_max_level: 7
  cts_root_buf: "clkbuf_16"
  clkLatencyLatePin_ns: 1.38
  cts_buffer_depth: 6
  postCtsHoldBufs: 0
logic_synthesis:
  ys_cells: 30900
  synthArstFlopShare_pct: 0.308
  yosys_area_sq_mm: 0.644
  synth.distinct_cells: 110
  flop_cell: "edfxtp_1"
  synth.cell_area_sq_mm: 0.644
  yosys_warnings: 5
  ys_seq_share_pct: 77.2
  syn_area_per_cell_sq_um: 20.8
  edf_count: 16500
  syn_inst: 30900
  ys_ff: 16600
critical_path:
  cp_common_cell: "buf_4"
  cp_cell_sequence: "buf_16, buf_12, buf_12, buf_4, buf_4, mux2i_1, o221ai_1, a21oi_1, nor3_1, nand4b_1, buf_4, and4_1, nor4_2"
  crit_slowest_cell: "nor3_1"
  worstPathRequired_ns: 11.99
  cpPeakStageDelay_ns: 0.99
  r2r-start: "in_use_head"
  critPathKind: "in -> reg"
  path_buffers: 6
  arrival_ns: 8.75
  end_kind: "flop"
  crit_fanout: 61
  crit_start: "read_addr[0]"
  cp-start-kind: "primary input"
  cp_top_family: "simple AND/OR/NAND/NOR gates"
layout:
  fillCellCount: 130000
  area_delta_synth_final_pct: 14.0
  flop_area_sq_mm: 0.498
  utilization_pct: 45.8
  final_cell_mix: "edfxtp_1 (16,500), mux2i_1 (3,151), mux4_2 (2,430)"
  final_common_cell: "edfxtp_1"
  layout-drive-gt1-share_pct: 23.0
  comb_area_sq_mm: 0.138
drt:
  wl_met3_mm: 506
  m1WireLength_mm: 562
  drt.antenna.violating_nets: 0
  wl_met2_mm: 906
  vias: 334000
  wl_per_cell_microns: 37.7
  first_iter_violations: 24400
  drt-total-wl_mm: 2110
  first_pass_iters: 9
  via_per_inst: 5.96
  dr.max_layer_used: "met5"
  drc: 0
run:
  tool_warnings: 42
  drv_cap: 5
power:
  totalPowerFinal_w: 0.139
  ir_worst_vdd_mv: 0.175
  p_leak_nw: 233
  power_density_mw_per_mm2: 189
worst_hold_path:
  hold_path.class: "reg -> reg"
  hold_start: "z_store.b_dout[11]"
global_route:
  grtUsageTotal_pct: 28.5
  overflow: 0
  grt_pass1_vias: 357000
  antenna_found_initial: 225
  grt_pass1_wl_mm: 2880
  grt_max_degree: 118
run_status:
  violations: "max-capacitance violations, max-slew violations"
  outcome: "finished with violations"
## final cells by class
cell class	count	area share [%]
Tap cell	21200	3.62
Clock buffer	2082	6.10
Clock inverter	934	1.12
Inverter	11	0.00886
Sequential cell	16600	67.7
Antenna cell	465	0.158
Multi-Input combinational cell	12400	18.7
Timing Repair Buffer	2289	2.54
## power by group
group | switching [W] | internal (W) | total [W]
Combinational | 0.00720 | 0.00296 | 0.0102
Clock | 0.0241 | 0.0327 | 0.0568
Sequential | 0.000440 | 0.0711 | 0.0716
## routing by layer
layer	global-route usage [%]	up-vias
li1	-	135000
met1	27.2	166000
met2	37.8	28100
met3	30.1	4397
met4	12.5	277
met5	7.97	-
## path summary, 6_finish.rpt
check / to / slack, ns / depth (start not counted)
worst min-delay path: read_data[11] / 0.43 / 0
max in group asynchronous: cur_x0[7] / 8.68 / 2
worst max-delay path: z_store.b_dout[19] / 3.25 / 13
worst min register to register: read_data[11] / 0.43 / 0
worst max register to register: z_store.b_dout[13] / 4.44 / 12
min in group asynchronous: cur_y[1] / 0.83 / 1
## kinds of logic (layout without fill, tap and decap cells)
family	count (synthesis)	in the layout	synth area share (%)
flip-flops	16600	16600	77.2
multiplexers	6024	6024	14.6
AND-OR/OR-AND	4015	4015	4.30
AND/OR/NAND/NOR	2347	2347	1.71
buffers and inverters	1916	5316	2.15
XOR/XNOR	21	21	0.0285
adder cells (fa/ha/maj)	2	2	0.00388
other	0	465	0
## through the flow
step / hold slack (ns) / area (sq um) / std cells
finish: 0.428 / 735000 / 56000
global route: 0.441 / 734000 / 55900
CTS: 0.431 / 733000 / 55500
detailed placement: 0.415 / 680000 / 52500
global placement: 0.416 / 680000 / 52500
floorplan: 0.400 / 644000 / 30900
## cells in the mapped netlist, types with 50 or more instances
| library cell | n | area, sq um |
|---|---|---|
| a2111oi_0 | 52 | 455 |
| a211oi_1 | 136 | 1020 |
| a21oi_1 | 743 | 3720 |
| a22oi_1 | 113 | 848 |
| a31oi_1 | 122 | 763 |
| buf_1 | 91 | 342 |
| buf_2 | 275 | 1380 |
| buf_4 | 244 | 1830 |
| buf_6 | 381 | 4290 |
| buf_8 | 143 | 2150 |
| clkbuf_1 | 694 | 2610 |
| dfrtp_1 | 50 | 1250 |
| edfxtp_1 | 16500 | 496000 |
| mux2_2 | 275 | 3100 |
| mux2i_1 | 3152 | 31600 |
| mux4_1 | 167 | 4390 |
| mux4_2 | 2430 | 54700 |
| nand2_1 | 477 | 1790 |
| nand3_1 | 144 | 721 |
| nand4_1 | 116 | 726 |
| nor2_1 | 857 | 3220 |
| nor3_1 | 365 | 1830 |
| nor4_1 | 124 | 776 |
| o21ai_0 | 531 | 2660 |
| o221ai_1 | 1116 | 9770 |
| o22ai_1 | 798 | 4990 |
## sequential cells by signal, summed over array words and instances (netlist names)
name	count
z_store.mem	16384
meta_x0	32
meta_y	32
read_data	32
z_store.b_dout	32
meta_len	18
cur_x0	16
cur_y	16
cur_len	9
closed_count	2
free_count	2
in_use_count	2
closed_head	1
free_head	1
in_use_head	1
open_active	1
open_idx	1
Power figures rest on the tool's default switching activity, not on a simulated workload.
