$ cat ./run.sh
#!/bin/bash
# OpenROAD 26Q1-2900-gdf79404cd8, Yosys 0.63+post, stock flow scripts
make -C /OpenROAD-flow-scripts/flow DESIGN_CONFIG=/design/flow/config.mk WORK_HOME=/design/flow/orfs finish
$ cat ./config.mk
export PLATFORM = sky130hd
export DESIGN_NAME = raster_unit
export DESIGN_NICKNAME = raster_unit
export VERILOG_FILES = /design/flow/design.v
export SDC_FILE = /design/flow/constraint.sdc
export NUM_CORES = 4
export LEC_CHECK = 1
export CORE_UTILIZATION = 40
$ cat ./constraint.sdc
current_design raster_unit

set clk_period 14.8
set clk_io_pct 0.2

create_clock -name clk0 -period $clk_period [get_ports {clk}]

set non_clock_inputs [all_inputs -no_clocks]
set_input_delay [expr $clk_period * $clk_io_pct] -clock clk0 $non_clock_inputs
set_output_delay [expr $clk_period * $clk_io_pct] -clock clk0 [all_outputs]
$ cat ./design.v
module raster_unit #(
    parameter integer W_XY   = 16,  
    parameter integer W_EDGE = 32,  
    parameter integer W_Z    = 32   
)(
    input  wire  clk,
    input  wire  rst_n,
    input  wire [511:0] s_axis_tdata,
    input  wire         s_axis_tvalid,
    input  wire         s_axis_tlast,    
    output wire         s_axis_tready,
    output reg                    raster_valid,
    input  wire                   raster_ready,
    output reg                    endOfTriangle,
    output reg  [W_XY-1:0]        raster_X,
    output reg  [W_XY-1:0]        raster_Y,
    output reg  signed [W_Z-1:0]  raster_Z
);
    localparam [0:0] S_IDLE = 1'b0, S_RUN = 1'b1;
    reg state, state_next;
    assign s_axis_tready = (state == S_IDLE);
    reg [W_XY-1:0]          minx_r, miny_r, maxx_r, maxy_r;
    reg signed [W_EDGE-1:0] e0_row, e1_row, e2_row;
    reg signed [W_EDGE-1:0] e0_cur, e1_cur, e2_cur;
    reg signed [W_EDGE-1:0] e0_dx_r, e1_dx_r, e2_dx_r;
    reg signed [W_EDGE-1:0] e0_dy_r, e1_dy_r, e2_dy_r;
    reg                     top0_r, top1_r, top2_r;
    reg signed [W_Z-1:0]    z_row, z_cur;
    reg signed [W_Z-1:0]    z_dx_r, z_dy_r;
    reg [W_XY-1:0]          x, y;
    wire inside =
        ( (e0_cur > 0) || ( (e0_cur == 0) && top0_r) ) &&
        ( (e1_cur > 0) || ( (e1_cur == 0) && top1_r) ) &&
        ( (e2_cur > 0) || ( (e2_cur == 0) && top2_r) );
    wire advance      = (~inside) | (raster_valid & raster_ready);    
    wire at_end_x     = (x == maxx_r);
    wire at_end_y     = (y == maxy_r);
    wire clearing_row = advance & at_end_x;
    wire done         = advance & at_end_x & at_end_y;
    wire load_pixel         = inside && (~raster_valid || raster_ready);    
    wire raster_valid_offer = inside | (raster_valid & ~raster_ready);      
    always @* begin
        state_next = state;
        case (state)
          S_IDLE:  if(s_axis_tvalid && s_axis_tready) state_next = S_RUN;
          S_RUN :  state_next = done ? S_IDLE : S_RUN;
          default: state_next = S_IDLE;
        endcase
    end
    always @(posedge clk or negedge rst_n) begin
        if (!rst_n) begin
            state          <= S_IDLE;
            raster_valid   <= 1'b0;
            endOfTriangle  <= 1'b0;
            raster_X       <= {W_XY{1'b0}};
            raster_Y       <= {W_XY{1'b0}};
            raster_Z       <= {W_Z{1'b0}};
            x              <= {W_XY{1'b0}};
            y              <= {W_XY{1'b0}};
        end 
        else begin
            state          <= state_next;
            endOfTriangle  <= 1'b0;
            case (state)
              S_IDLE: begin
                raster_valid <= 1'b0;
                if (s_axis_tvalid && s_axis_tready) begin
                    minx_r <= s_axis_tdata[15:  0];
                    miny_r <= s_axis_tdata[31: 16];
                    maxx_r <= s_axis_tdata[47: 32];
                    maxy_r <= s_axis_tdata[63: 48];
                    e0_row <= $signed(s_axis_tdata[ 95:  64]);
                    e1_row <= $signed(s_axis_tdata[127:  96]);
                    e2_row <= $signed(s_axis_tdata[159: 128]);
                    e0_cur <= $signed(s_axis_tdata[ 95:  64]);
                    e1_cur <= $signed(s_axis_tdata[127:  96]);
                    e2_cur <= $signed(s_axis_tdata[159: 128]);
                    e0_dx_r <= $signed(s_axis_tdata[191: 160]);
                    e1_dx_r <= $signed(s_axis_tdata[223: 192]);
                    e2_dx_r <= $signed(s_axis_tdata[255: 224]);
                    e0_dy_r <= $signed(s_axis_tdata[287: 256]);
                    e1_dy_r <= $signed(s_axis_tdata[319: 288]);
                    e2_dy_r <= $signed(s_axis_tdata[351: 320]);
                    z_row  <= $signed(s_axis_tdata[383: 352]);
                    z_cur  <= $signed(s_axis_tdata[383: 352]);
                    z_dx_r <= $signed(s_axis_tdata[415: 384]);
                    z_dy_r <= $signed(s_axis_tdata[447: 416]);
                    top0_r <= s_axis_tdata[448];
                    top1_r <= s_axis_tdata[449];
                    top2_r <= s_axis_tdata[450];
                    x <= s_axis_tdata[15:  0];
                    y <= s_axis_tdata[31: 16];
                end
              end
              S_RUN: begin
                raster_valid <= clearing_row ? 1'b0 : raster_valid_offer;
                if (load_pixel) begin
                    raster_X <= x;
                    raster_Y <= y;
                    raster_Z <= z_cur;
                end
                if (advance) begin
                    if (at_end_x) begin
                        if (at_end_y) begin
                            endOfTriangle <= 1'b1;   
                        end 
                        else begin   
                            x <= minx_r;
                            y <= y + 1'b1;
                            e0_row <= e0_row + e0_dy_r;  e0_cur <= e0_row + e0_dy_r;
                            e1_row <= e1_row + e1_dy_r;  e1_cur <= e1_row + e1_dy_r;
                            e2_row <= e2_row + e2_dy_r;  e2_cur <= e2_row + e2_dy_r;
                            z_row  <= z_row  + z_dy_r;   z_cur  <= z_row  + z_dy_r;
                        end
                    end 
                    else begin
                        x      <= x + 1'b1;
                        e0_cur <= e0_cur + e0_dx_r;
                        e1_cur <= e1_cur + e1_dx_r;
                        e2_cur <= e2_cur + e2_dx_r;
                        z_cur  <= z_cur  + z_dx_r;
                    end
                end
              end
            endcase
        end
    end
endmodule
==> metrics.csv <==
stage,metric,value,unit
outcome,status,"finished, final reports clean",
detailed_routing,1st-iter DRT viols,1734,
floorplanning,Initial Utilization,0.4067,
place,Placer Congestion,0.9557,
clock_network,clk sinks,662,
global_route,global-route wire length before repair,167.8,mm
timing,Final setup viols,0,
pwr,Seq pwr share,0.385,
clock_network,cts repair resizes,0,
timing,Setup WS post-layout,9043,ps
critical_path,element type at the critical path start,input pin,
clock_network,clock slew at the register clock pins of the worst setup and hold paths,60,ps
yosys,count of different cell masters after synthesis,76,
pwr,clock power share,0.290,
timing,Final Hold Fails,0,
clock_network,Clock Latency Late Sink,650,ps
yosys,Synth Seq Share,0.5168,
finish,Syn-to-layout area delta,24.76,%
pwr,sw power,2.130,mW
place,placed cells,4974,
clock_network,hold_buf cts,0,
clock_network,CTS tree,done,
yosys,Post-synth EDFFs,563,
clock_network,CTS H-tree depth,3,
timing,worst clock skew,27.30,ps
pwr,pwr dens,147.0,nW/um^2
floorplanning,die area,94990,sq um
timing,RSZ-0062 raised after global routing,false,
global_route,antenna violations before repair,35,
critical_path,CP dominant cell by count,buf_4,
floorplanning,Die Span Y,308.2,microns
floorplanning,io pins,584,
finish,fin cells,5132,
finish,post-route cell area,46790,sq um
yosys,Seq cells post-synth,662,
yosys,Mapped Cells,3294,
yosys,asr flop ratio synth,0.1495,
timing,Slew HR,0.4615,
global_route,GRT Resource Usage Total,0.2508,
critical_path,Worst Path Required,15080,ps
yosys,Synthesis Warnings,1,
detailed_routing,detailed-route via count,27940,
clock_network,CTS buffer count,78,
detailed_routing,post-route DRC violation count,0,
hold_path,worst min path class,reg -> reg,
floorplanning,core area,92220,sq um
detailed_routing,via/cell ratio,5.443,
place,Setup WS pre-CTS,8314,ps
clock_network,clock root buffer,clkbuf_16,
yosys,yosys cell count,3294,
timing,worst hold slack,507.0,ps
yosys,Mapped Area,37500,sq um
critical_path,crit path DAT,6030,ps
detailed_routing,routed wire length per instance,21.95,microns
place,I/O Buffers,521,
finish,share of cells above drive strength 1,0.08821,
critical_path,worst-path cell chain,"clkdlybuf4s50_1, nand2_1, o21ai_0, and3_4, buf_4, buf_4",
detailed_routing,final WL,112.6,mm
global_route,GRT overflow,0,
detailed_routing,Post-DRT Antenna Nets,0,
timing,max-slew violation count,0,
pwr,Leak Pwr,17.77,nW
critical_path,critical path class,in -> reg,
pwr,Logic pwr share,0.326,
pwr,Net Sw Frac,0.3097,
place,post-DP HPWL,82.04,mm
global_route,largest net degree at the start of global routing,122,
global_route,vias in the first global route,27800,
timing,Fin Setup TNS,0,ps
detailed_routing,DRT Pass-1 Iters,5,
floorplanning,die span in x,308.2,microns
timing,post-layout minimum cycle time,5757,ps
timing,share of the clock period used by the worst path,0.3890,
yosys,Dominant Register Cell,edfxtp_1,
critical_path,CP endpoint kind,register,
run,count of tool warnings,90,
timing,fmax,173.7,MHz
pwr,Worst VDD drop,0.09806,mV
clock_network,clk buf depth,3,
yosys,syn_area_per_cell,11.39,sq um
run,maxcap violations,0,
critical_path,"critical path fanouts, max",38,
yosys,"Chip Area, Yosys",37500,sq um
clock_network,setup bufs post-CTS,0,
place,Placed Area,44140,sq um
critical_path,Worst path slowest cell,and3_4,
critical_path,Max stage delay on crit path,720,ps
pwr,Int Power,4.747,mW
timing,worst slew pin tran,807.7,ps
floorplanning,FP Rows,111,
-- logic make-up after synthesis --
logic type,Yosys count,synth area share
AND-OR/OR-AND,963,0.1660
adder cells (fa/ha/maj),258,0.08767
multiplexers,159,0.04744
flip-flops,662,0.5168
AND/OR/NAND/NOR,814,0.1030
XOR/XNOR,262,0.06118
buffers and inverters,176,0.01788
-- worst max-delay path: cells and delay by family --
family / cells / cell delay [ps]
buf+inv: 3 / 1520
compound gates: 1 / 370
simple gates: 2 / 1120
-- metrics by stage --
stage,power (mW),utilization
after floorplan,4.150,-
after global placement,4.888,0.4786
after detailed placement,4.900,0.4786
after CTS,6.930,0.5071
after global routing,7.279,0.5073
final,6.877,0.5074
-- power by group through the flow --
stage	logic [mW]	clock network, mW	registers [mW]
4_1_cts	2.24	2.04	2.65
5_1_grt	2.49	2.10	2.68
6_report	2.24	1.99	2.65
-- metal layers --
layer,global-route usage,vias up,share of wire
met5,0,-,0.0027
met4,0.05947,48,0.024
met3,0.09489,173,0.098
met2,0.3721,869,0.46
met1,0.3654,13180,0.42
li1,-,13670,-
-- area by class of cell --
| type | instances | area [sq um] |
|---|---|---|
| fill | 8158 | 45430 |
| sequential | 662 | 19390 |
| antenna | 12 | 30.03 |
| multi-input combinational | 2456 | 17510 |
| tap | 1243 | 1555 |
| clock inverter | 53 | 521.8 |
| timing repair buffer | 552 | 5458 |
| clock buffer | 93 | 2102 |
| inverter | 61 | 230.2 |
-- worst paths after layout --
| path | from | end | slack (ps) | cells after the start |
|---|---|---|---|---|
| min reg2reg | raster_X[2]$_DFFE_PN0P_ | raster_X[2]$_DFFE_PN0P_ | 510 | 1 |
| max in group asynchronous | rst_n | raster_Z[11]$_DFFE_PN0P_ | 11130 | 2 |
| min | raster_X[2]$_DFFE_PN0P_ | raster_X[2]$_DFFE_PN0P_ | 510 | 1 |
| max reg2reg | x[1]$_DFFE_PN0P_ | e0_row[13]$_DFFE_PP_ | 9980 | 8 |
| max | s_axis_tvalid | e0_row[13]$_DFFE_PP_ | 9040 | 6 |
| min in group asynchronous | rst_n | y[9]$_DFFE_PN0P_ | 2390 | 1 |
-- placed cells by master (no fill, tap or decap), types with 60 or more instances in the layout --
cell	count
a21oi_1	268
edfxtp_1	563
xor2_1	102
nand2_1	248
nand3_1	71
clkdlybuf4s50_1	520
o21ai_0	191
clkbuf_16	81
inv_1	60
a31oi_1	71
dfrtp_1	98
mux2_2	150
ha_1	250
nor2_1	213
xnor2_1	160
a21o_1	152
-- synthesized netlist by cell type (11+ instances only) --
master,count,area [sq um]
nand2b_1,24,150.1
nand3_1,71,355.3
nand2_1,249,934.7
xor2_1,102,893.4
ha_1,250,3128
clkbuf_1,101,379.1
o22ai_1,17,106.4
nor3_1,36,180.2
dfrtp_1,99,2477
and3_1,45,281.5
a31oi_1,71,444.2
o21a_1,25,187.7
o211ai_1,21,157.7
a21oi_1,268,1341
nor2b_1,43,269.0
buf_1,11,41.29
nor4_1,33,206.5
nand4_1,35,219.0
or3_1,15,93.84
inv_1,61,229.0
edfxtp_1,563,16910
a211oi_1,31,232.7
a221o_1,18,180.2
nor2_1,215,807.0
o21ai_0,191,955.9
a21o_1,152,1141
o31ai_1,12,90.09
mux2_2,150,1689
xnor2_1,160,1401
o21bai_1,32,240.2
Power is estimated from default activity; no workload was simulated.
